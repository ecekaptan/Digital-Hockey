--- design/flow/run.sh ---
#!/bin/bash
# OpenROAD 26Q1-2900-gdf79404cd8, Yosys 0.63+post, stock flow scripts
make -C /OpenROAD-flow-scripts/flow DESIGN_CONFIG=/design/flow/config.mk WORK_HOME=/design/flow/orfs finish
--- design/flow/config.mk ---
export PLATFORM = sky130hd
export DESIGN_NAME = ssd
export DESIGN_NICKNAME = ssd
export VERILOG_FILES = /design/flow/design.v
export SDC_FILE = /design/flow/constraint.sdc
export NUM_CORES = 4
export LEC_CHECK = 1
export CORE_UTILIZATION = 30
--- design/flow/constraint.sdc ---
current_design ssd

set clk_period 3.2
set clk_io_pct 0.2

create_clock -name clk0 -period $clk_period [get_ports {clk}]

set non_clock_inputs [all_inputs -no_clocks]
set_input_delay [expr $clk_period * $clk_io_pct] -clock clk0 $non_clock_inputs
set_output_delay [expr $clk_period * $clk_io_pct] -clock clk0 [all_outputs]
--- design/flow/design.v ---
`timescale 1ns / 1ps
module ssd(
    input clk,
    input rst,
    input [6:0] SSD7,
    input [6:0] SSD6,
    input [6:0] SSD5,
    input [6:0] SSD4,
    input [6:0] SSD3,
    input [6:0] SSD2,
    input [6:0] SSD1,
    input [6:0] SSD0,
    output reg a_out,
    output reg b_out,
    output reg c_out,
    output reg d_out,
    output reg e_out,
    output reg f_out,
    output reg g_out,
    output reg p_out,
	output reg [7:0] an
    );
reg [2:0] state; 
reg [19:0] counter; 
always @ (posedge clk) begin  
	if(rst) begin	 
		state <= 0;  
		counter <= 0;
	end 
	else begin  
		if(counter == 20'h186A0) begin	  
			state <= state + 1;
			counter <= 0;
		end
		else
			counter <= counter + 1;  
	end
end
always@(posedge clk)
begin
	if(rst) 
	begin
		an[7:0] <= 8'b11111111;
		a_out <= 1;
		b_out  <= 1;
		c_out  <= 1;
		d_out  <= 1;
		e_out  <= 1;
		f_out  <= 1;
		g_out  <= 1;
		p_out  <= 1;
	end
	else
	begin
	   case(state)
	   0:
	   begin
            an[7:0] <= 8'b11111110;
            a_out  <= SSD0[6];
            b_out  <= SSD0[5];
            c_out  <= SSD0[4];
            d_out  <= SSD0[3];
            e_out  <= SSD0[2];
            f_out  <= SSD0[1];
            g_out  <= SSD0[0];
	   end
	   1:
	   begin
            an[7:0] <= 8'b11111101;
            a_out  <= SSD1[6];
            b_out  <= SSD1[5];
            c_out  <= SSD1[4];
            d_out  <= SSD1[3];
            e_out  <= SSD1[2];
            f_out  <= SSD1[1];
            g_out  <= SSD1[0];
	   end
	   2:
	   begin
            an[7:0] <= 8'b11111011;
            a_out  <= SSD2[6];
            b_out  <= SSD2[5];
            c_out  <= SSD2[4];
            d_out  <= SSD2[3];
            e_out  <= SSD2[2];
            f_out  <= SSD2[1];
            g_out  <= SSD2[0];
	   end
	   3:
	   begin
            an[7:0] <= 8'b11110111;
            a_out  <= SSD3[6];
            b_out  <= SSD3[5];
            c_out  <= SSD3[4];
            d_out  <= SSD3[3];
            e_out  <= SSD3[2];
            f_out  <= SSD3[1];
            g_out  <= SSD3[0];
	   end
	   4:
	   begin
            an[7:0] <= 8'b11101111;
            a_out  <= SSD4[6];
            b_out  <= SSD4[5];
            c_out  <= SSD4[4];
            d_out  <= SSD4[3];
            e_out  <= SSD4[2];
            f_out  <= SSD4[1];
            g_out  <= SSD4[0];
	   end
	   5:
	   begin
            an[7:0] <= 8'b11011111;
            a_out  <= SSD5[6];
            b_out  <= SSD5[5];
            c_out  <= SSD5[4];
            d_out  <= SSD5[3];
            e_out  <= SSD5[2];
            f_out  <= SSD5[1];
            g_out  <= SSD5[0];
	   end
	   6:
	   begin
            an[7:0] <= 8'b10111111;
            a_out  <= SSD6[6];
            b_out  <= SSD6[5];
            c_out  <= SSD6[4];
            d_out  <= SSD6[3];
            e_out  <= SSD6[2];
            f_out  <= SSD6[1];
            g_out  <= SSD6[0];
	   end
	   7:
	   begin
            an[7:0] <= 8'b01111111;
            a_out  <= SSD7[6];
            b_out  <= SSD7[5];
            c_out  <= SSD7[4];
            d_out  <= SSD7[3];
            e_out  <= SSD7[2];
            f_out  <= SSD7[1];
            g_out  <= SSD7[0];
	   end
	   endcase
	end
end
endmodule
==> flow_metrics.env <==
# physical design summary
export IMPL_ys_flop_type="dfxtp_1"
export IMPL_dp_cells=361
export IMPL_clockPowerShare_pct=35.7
export IMPL_crit_type="flop to flop"
export IMPL_p_sw_share_pct=20.47
export IMPL_grt_pass1_vias=1800
export IMPL_area_delta_synth_final_pct=43.48
export IMPL_clk_latency_ns=0.28
export IMPL_grt_busiest_layer="met2"
export IMPL_grt_usage_pct=15.73
export IMPL_first_pass_iters=4
export IMPL_fin_skew_ns=0.008913
export IMPL_synth_edff_count=0
export IMPL_hold_violations=0
export IMPL_ios=74
export IMPL_clock_sinks=38
export IMPL_cts_resized=0
export IMPL_setup_viol=0
export IMPL_ys_types=42
export IMPL_drv_slew=0
export IMPL_finalSetupTns_ns=0
export IMPL_gr_usage_met3_pct=4.440
export IMPL_ys_warn_count=1
export IMPL_endpoint_kind="flop"
export IMPL_hold_path_class="flop to flop"
export IMPL_drtAntennaViolNets=0
export IMPL_cts_hold_buf=0
export IMPL_wirelength_mm=5.185
export IMPL_antennaDiodeCount=0
export IMPL_antenna_found_initial=0
export IMPL_netlist_instances=222
export IMPL_yosys_cells=222
export IMPL_die_h_um=82.95
export IMPL_grtUsageMet1_pct=21.10
export IMPL_seq_power_share_pct=52.6
export IMPL_initial_core_util_pct=30.96
export IMPL_ys_chip_area_um2=1966
export IMPL_yosysTopAreaCell="dfxtp_1"
export IMPL_p_sw_mw=0.1897
export IMPL_peakVddDrop_mv=0.3401
export IMPL_drive_gt1_share_pct=6.507
export IMPL_core_region_area_um2=6350
export IMPL_avgSynthCellArea_um2=8.854
export IMPL_numPortBuffers=72
export IMPL_numCtsBuffers=5
export IMPL_num_rows=29
export IMPL_dpl_hpwl_mm=3.876
export IMPL_top_cells_by_area="dfxtp_1, ha_1, a222oi_1"
export IMPL_fill_cells=614
export IMPL_cts_root_buf="clkbuf_8"
export IMPL_htreeDepth=2
export IMPL_overflow=0
export IMPL_synth_seq_cells=38
export IMPL_ys_async_sr_fraction_pct=0
export IMPL_slew_headroom_pct=49.70
export IMPL_warning_count=32
export IMPL_startpoint_type="flop"
export IMPL_min_period_ns=2.391
export IMPL_grt_pass1_wl_mm=8.756
export IMPL_fin_util_pct=44.41
export IMPL_p_int_mw=0.7371
export IMPL_cp_max_fo=15
export IMPL_max_freq_mhz=418.2
export IMPL_power_density_nw_per_um2=328.6
export IMPL_die_x_um=82.95
export IMPL_cp_required_ns=3.33
export IMPL_chip_area_um2=6880
export IMPL_power_frac_comb_pct=11.8
export IMPL_drc_errors=0
export IMPL_status="completed"
export IMPL_clk_pin_slew_ns=0.08
export IMPL_via_count=1885
export IMPL_period_used_pct=74.72
export IMPL_yosysTopAreaCellShare_pct=38.70
export IMPL_cts_tree="built"
export IMPL_avgRoutedWirePerCell_um=14.05
export IMPL_first_iter_violations=73
export IMPL_critPathArrivalTime_ns=2.52
export IMPL_gp_congestion=0.8161
export IMPL_via_per_inst=5.108
export IMPL_postCtsSetupBuffers=0
export IMPL_worst_pin_slew_ns=0.7539
export IMPL_leakagePower_nw=0.9578
export IMPL_maxCapViolCount=0
export IMPL_grt_max_degree=19
export IMPL_ys_seq_share_pct=38.70
export IMPL_grt_use_met2_pct=26.53
export IMPL_cts_path_max_buffers=2
export IMPL_rsz0062_at_grt="false"
export IMPL_finalNonFillerCells=369
export IMPL_synth_area_um2=1966
[metrics by stage]
step           hold WS [ns]  instance area, um^2  total power [mW]  worst slack (ns)
2_1_floorplan        0.4415                 1966            0.5230             1.134
3_3_place_gp         0.4625                 2729            0.6075            0.9342
3_5_place_dp         0.4736                 2729            0.6076            0.8389
4_1_cts              0.4891                 2820            0.9404            0.8149
5_1_grt              0.5214                 2820            0.9704            0.5675
6_report             0.4834                 2820            0.9268            0.8088
[placed cells by master, fill, tap and decap left out, types with 7 or more instances in the layout]
master,count
a222oi_1,11
clkdlybuf4s50_1,72
a21oi_1,11
nor2_1,29
ha_1,10
nand3_1,8
dfxtp_1,38
nand4_1,11
nand2_1,17
inv_1,7
[power groups by stage]
stage / logic, mW / registers [mW] / clock network (mW)
finish: 0.109 / 0.487 / 0.330
global route: 0.119 / 0.488 / 0.363
CTS: 0.110 / 0.487 / 0.343
[cell families (layout without fill, tap and decap cells)]
kind of cell	count (synthesis)	after routing	synth area share, %
buffers and inverters	17	87	4.074
and+or+nand+nor	96	96	25.84
adders and majority gates	10	10	6.365
DFF	38	38	38.70
AOI/OAI and AO/OA	39	39	14.39
muxes	10	10	5.538
xor gates and xnor gates	11	11	4.901
other	1	1	0.1908
[routing by layer]
layer	share of wire, %	vias up
li1	-	953
met1	44	838
met2	46	87
met3	9.5	7
met4	0.77	0
met5	0	-
[synthesized netlist by cell type, types with 4 or more instances]
master and instances:
a31oi_1 5, xnor2_1 5, dfxtp_1 38, nor2_1 29, xor2_1 6, inv_1 7, a222oi_1 11, o21ai_0 4
nand4_1 11, nor3_1 4, a21oi_1 11, nand2_1 17, nor4_1 5, mux2_2 6, buf_4 4, ha_1 10
nand3_1 8
[state kept, by name, indices dropped and copies added, names as in the netlist]
| register | count |
|---|---|
| f_out | 1 |
| c_out | 1 |
| counter | 20 |
| d_out | 1 |
| b_out | 1 |
| an | 8 |
| g_out | 1 |
| state | 3 |
| a_out | 1 |
| e_out | 1 |
[layout make-up]
type                    count  area (um^2)  area share (%)
flip-flops and latches     38        760.7           26.97
repair buffers             72        720.7           25.55
multi-input cells         167         1125           39.88
clock inverters             1        5.005          0.1775
inverters                   7        26.28          0.9317
well taps                  77        96.34           3.416
clock buffers               7        86.33           3.061
[final timing paths]
kind                            slack, ns         end  depth (start not counted)       start
worst min register to register       0.48  counter[0]                          1  counter[0]
worst min-delay path                 0.48  counter[0]                          1  counter[0]
worst max register to register       0.81       g_out                          6    state[2]
worst max-delay path                 0.81       g_out                          6    state[2]
[worst max-delay path, cell delays in order, from the launching register on]
cell and delay [ns]:
dfxtp_1 0.67, inv_1 0.26, ha_1 0.33, nor4_1 0.48, nand2_1 0.30, nor2_1 0.15
a31oi_1 0.05
Power and IR drop assume default switching activity.
